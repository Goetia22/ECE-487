==> flow/design.v <==
module LED_7seg(
    input clk,
    output segA, segB, segC, segD, segE, segF, segG, segDP
);
reg [23:0] cnt;
always @(posedge clk) cnt <= cnt+24'h1;
wire cntovf = &cnt;
reg [3:0] BCD_new, BCD_old;
always @(posedge clk) if(cntovf) BCD_new <= (BCD_new==4'h9 ? 4'h0 : BCD_new+4'h1);
always @(posedge clk) if(cntovf) BCD_old <= BCD_new;
reg [4:0] PWM;
wire [3:0] PWM_input = cnt[22:19];
always @(posedge clk) PWM <= PWM[3:0]+PWM_input;
wire [3:0] BCD = (cnt[23] | PWM[4]) ? BCD_new : BCD_old;
reg [7:0] SevenSeg;
always @(*)
case(BCD)
    4'h0: SevenSeg = 8'b11111100;
    4'h1: SevenSeg = 8'b01100000;
    4'h2: SevenSeg = 8'b11011010;
    4'h3: SevenSeg = 8'b11110010;
    4'h4: SevenSeg = 8'b01100110;
    4'h5: SevenSeg = 8'b10110110;
    4'h6: SevenSeg = 8'b10111110;
    4'h7: SevenSeg = 8'b11100000;
    4'h8: SevenSeg = 8'b11111110;
    4'h9: SevenSeg = 8'b11110110;
    4'h10: SevenSeg = 8'b11101100;
    4'h11: SevenSeg = 8'b11111111;  
    4'h12: SevenSeg = 8'B10011100;
    4'h13: SevenSeg = 8'B11111101;  
    4'h14: SevenSeg = 8'B10011110;
    4'h15: SevenSeg = 8'B10001110;
    default: SevenSeg = 8'b00000000;
endcase
assign {segA, segB, segC, segD, segE, segF, segG, segDP} = SevenSeg;
endmodule
==> flow/run.sh <==
#!/bin/bash
# OpenROAD 26Q1-2900-gdf79404cd8, Yosys 0.63+post, stock flow scripts
make -C /OpenROAD-flow-scripts/flow DESIGN_CONFIG=/design/flow/config.mk WORK_HOME=/design/flow/orfs finish
==> flow/config.mk <==
export PLATFORM = sky130hd
export DESIGN_NAME = LED_7seg
export DESIGN_NICKNAME = LED_7seg
export VERILOG_FILES = /design/flow/design.v
export SDC_FILE = /design/flow/constraint.sdc
export NUM_CORES = 4
export LEC_CHECK = 1
export CORE_UTILIZATION = 40
==> flow/constraint.sdc <==
current_design LED_7seg

set clk_period 4.9
set clk_io_pct 0.2

create_clock -name clk0 -period $clk_period [get_ports {clk}]

set non_clock_inputs [all_inputs -no_clocks]
set_input_delay [expr $clk_period * $clk_io_pct] -clock clk0 $non_clock_inputs
set_output_delay [expr $clk_period * $clk_io_pct] -clock clk0 [all_outputs]
==> run notes <==
run metrics: pwr/cell area 255 nW/um2, 1st-iter DRT viols 17, crit path capture type output port, yosys stat area 1790 um2, Unique cell types 33, core area 4140 um2, H-tree level count 2, cts repair resizes 0, FP Util 0.431, Largest delay share family, worst path buffers and inverters, DR pass1 iterations 4, Max clock buf depth 2, Late-Pin Clk Latency 280 ps, vias per cell 4.90, hold-fix buffer count after cts 0, CP max stage delay 480 ps, worst path arrival time 2290 ps, CTS tree done, Buf/Inv on CP 2, mapped cell area 1790 um2, crit path launch type flip-flop, chip width 68.8 um, total CTS buffers 5, Post-Route WL 2610 um, layout cells sized above 1 0.122, crit-path cells nor2_4, mux2_2, inv_1, ha_1, mux2i_1, o21ai_0, clkdlybuf4s50_1, fillers 379, Req. time, crit path 3920 ps, die y size 68.8 um, status finished, final reports clean, synthesized instance count 167, Setup CP Type flip-flop to output port, final setup TNS 0 ps, pin count of the biggest net entering global routing 12, via count 1133, Synth warnings 7, Post CTS Setup Buffer Count 0, clk sinks 37, DRC errors left 0, number of global-route vias before repair 1078, Pleak 0.000782 uW, Top-Level Pins 9, clock transition at the registers of the reported paths 70 ps, Port Buffer Count 7, Max-Cap Viols 0, tool warnings 30, clk_skew 4.67 ps, setup violators final 0, Max FO, Critical Path 5, Routed Antenna Nets 0, RSZ-0062 raised after global routing no, GR Overflow Total 0, WL/cell 11.3 um, Period Utilization, post-route 0.667, post-detail-place hpwl 1940 um, Tightest Hold Check Type flip-flop to flip-flop, ys flops 37, Max IR drop VDD 0.155 mV, GRT Overall Usage 0.137, CP max-delay cell clkdlybuf4s50_1, DIE AREA 4740 um2, CTS root buffer clkbuf_8, Final Max Slew Viols 0, first-pass GRT wire length 4610 um, initial antenna violation count 0, Hold Violations, Final 0, register share after synthesis 0.459, row count 23, Total Power Consumption 509 uW, ys cells 167, diode count 0, RD Place Congestion 0.803, fin crit period 3270 ps, Mean Syn Cell Area 10.7 um2, area delta synth->final 11.6%, Peak Freq 306 MHz
==> through the flow <==
step	std cells	hold slack, ps	area, um2	setup slack, ps	utilization
2_1_floorplan	167	383	1790	2470	-
3_3_place_gp	223	394	1910	1950	0.461
3_5_place_dp	223	400	1910	1920	0.461
4_1_cts	231	419	1990	1610	0.481
5_1_grt	231	452	1990	1450	0.481
6_report	231	416	1990	1630	0.481
==> area by class of cell <==
type,instances,area (um2),share of cell area
multi-input cells,119,921,0.462
inverters,10,37.5,0.0188
repair buffers,7,70.1,0.0351
well taps,50,62.6,0.0314
clock buffers,6,72.6,0.0364
flip-flops and latches,37,821,0.412
clock inverters,2,10.0,0.00502
==> routing by layer <==
metal  part of all wire  track usage
met3              0.026       0.0400
met1               0.48        0.191
met4              0.019       0.0230
met2               0.47        0.223
met5                  0            0
==> cell usage after synthesis <==
master | count | area [um2]
o21ai_2 | 1 | 8.76
edfxtp_1 | 8 | 240
nand4_2 | 1 | 12.5
conb_1 | 1 | 3.75
a21oi_1 | 3 | 15.0
dfxtp_1 | 29 | 581
nor4b_1 | 1 | 8.76
nor2_4 | 1 | 11.3
inv_1 | 10 | 37.5
nand2_1 | 12 | 45.0
fa_1 | 1 | 20.0
mux2_4 | 1 | 15.0
mux2i_1 | 4 | 40.0
mux2i_4 | 1 | 22.5
nor4_1 | 1 | 6.26
nand4_1 | 8 | 50.1
o21ai_0 | 4 | 20.0
a21o_1 | 3 | 22.5
and3_1 | 2 | 12.5
ha_1 | 13 | 163
buf_4 | 1 | 7.51
nor2_1 | 13 | 48.8
nor3_4 | 1 | 16.3
mux2_2 | 5 | 56.3
nor4_2 | 1 | 12.5
a31oi_1 | 1 | 6.26
and3_2 | 1 | 7.51
or2_2 | 1 | 6.26
a21o_2 | 1 | 8.76
xor2_1 | 7 | 61.3
o31ai_1 | 1 | 7.51
nand3_1 | 11 | 55.1
xnor2_1 | 18 | 158
==> cell usage in the layout (no fill, tap or decap), types with 7 or more instances in the layout <==
cell type	n
xnor2_1	18
ha_1	13
inv_1	10
nand2_1	12
clkdlybuf4s50_1	7
xor2_1	7
dfxtp_1	29
nand4_1	8
nand3_1	11
edfxtp_1	8
nor2_1	13
==> final timing paths <==
| check | startpoint | to | slack, ps | cells after the start |
|---|---|---|---|---|
| worst max-delay path | cnt[23] | segF | 1630 | 7 |
| worst min-delay path | cnt[0] | cnt[0] | 420 | 1 |
| worst max register to register | cnt[0] | BCD_old[1] | 3110 | 4 |
| worst min register to register | cnt[0] | cnt[0] | 420 | 1 |
==> cell families after synthesis <==
group,count (synthesis),synth area share
AND/OR/NAND/NOR,54,0.164
flip-flops,37,0.459
XOR/XNOR,25,0.123
adder cells (fa/ha/maj),14,0.102
AND-OR/OR-AND,14,0.0497
multiplexers,11,0.0749
buffers and inverters,11,0.0252
other,1,0.00210
==> report_power, final <==
group	switching (uW)	internal, uW
Combinational	0.00822	0
Sequential	0	310
Clock	101	98.4
Total	101	408
==> flip-flops by register name (all words and copies together), names as in the netlist <==
name	count
BCD_old	4
PWM	5
BCD_new	4
cnt	24
No activity file was given, so power comes from the tool's default toggle rates.
