`./design.v`:
```
module music(
	input clk,
	output reg speaker
);
reg [30:0] tone;
always @(posedge clk) tone <= tone+31'd1;
wire [7:0] fullnote;
music_ROM get_fullnote(.clk(clk), .address(tone[29:22]), .note(fullnote));
wire [2:0] octave;
wire [3:0] note;
divide_by12 get_octave_and_note(.numerator(fullnote[5:0]), .quotient(octave), .remainder(note));
reg [8:0] clkdivider;
always @*
case(note)
	 0: clkdivider = 9'd511; 
	 1: clkdivider = 9'd482; 
	 2: clkdivider = 9'd455; 
	 3: clkdivider = 9'd430; 
	 4: clkdivider = 9'd405; 
	 5: clkdivider = 9'd383; 
	 6: clkdivider = 9'd361; 
	 7: clkdivider = 9'd341; 
	 8: clkdivider = 9'd322; 
	 9: clkdivider = 9'd303; 
	10: clkdivider = 9'd286; 
	11: clkdivider = 9'd270; 
	default: clkdivider = 9'd0;
endcase
reg [8:0] counter_note;
reg [7:0] counter_octave;
always @(posedge clk) counter_note <= counter_note==0 ? clkdivider : counter_note-9'd1;
always @(posedge clk) if(counter_note==0) counter_octave <= counter_octave==0 ? 8'd255 >> octave : counter_octave-8'd1;
always @(posedge clk) if(counter_note==0 && counter_octave==0 && fullnote!=0 && tone[21:18]!=0) speaker <= ~speaker;
endmodule
module divide_by12(
	input [5:0] numerator,   
	output reg [2:0] quotient, 
	output [3:0] remainder
);
reg [1:0] remainder3to2;
always @(numerator[5:2])
case(numerator[5:2])
	 0: begin quotient=0; remainder3to2=0; end
	 1: begin quotient=0; remainder3to2=1; end
	 2: begin quotient=0; remainder3to2=2; end
	 3: begin quotient=1; remainder3to2=0; end
	 4: begin quotient=1; remainder3to2=1; end
	 5: begin quotient=1; remainder3to2=2; end
	 6: begin quotient=2; remainder3to2=0; end
	 7: begin quotient=2; remainder3to2=1; end
	 8: begin quotient=2; remainder3to2=2; end
	 9: begin quotient=3; remainder3to2=0; end
	10: begin quotient=3; remainder3to2=1; end
	11: begin quotient=3; remainder3to2=2; end
	12: begin quotient=4; remainder3to2=0; end
	13: begin quotient=4; remainder3to2=1; end
	14: begin quotient=4; remainder3to2=2; end
	15: begin quotient=5; remainder3to2=0; end
endcase
assign remainder[1:0] = numerator[1:0];   
assign remainder[3:2] = remainder3to2;   
endmodule
module music_ROM(
	input clk,
	input [7:0] address,
	output reg [7:0] note
);
always @(posedge clk)
case(address)
	  0: note<= 8'd25;
	  1: note<= 8'd27;
	  2: note<= 8'd27;
	  3: note<= 8'd25;
	  4: note<= 8'd22;
	  5: note<= 8'd22;
	  6: note<= 8'd30;
	  7: note<= 8'd30;
	  8: note<= 8'd27;
	  9: note<= 8'd27;
	 10: note<= 8'd25;
	 11: note<= 8'd25;
	 12: note<= 8'd25;
	 13: note<= 8'd25;
	 14: note<= 8'd25;
	 15: note<= 8'd25;
	 16: note<= 8'd25;
	 17: note<= 8'd27;
	 18: note<= 8'd25;
	 19: note<= 8'd27;
	 20: note<= 8'd25;
	 21: note<= 8'd25;
	 22: note<= 8'd30;
	 23: note<= 8'd30;
	 24: note<= 8'd29;
	 25: note<= 8'd29;
	 26: note<= 8'd29;
	 27: note<= 8'd29;
	 28: note<= 8'd29;
	 29: note<= 8'd29;
	 30: note<= 8'd29;
	 31: note<= 8'd29;
	 32: note<= 8'd23;
	 33: note<= 8'd25;
	 34: note<= 8'd25;
	 35: note<= 8'd23;
	 36: note<= 8'd20;
	 37: note<= 8'd20;
	 38: note<= 8'd29;
	 39: note<= 8'd29;
	 40: note<= 8'd27;
	 41: note<= 8'd27;
	 42: note<= 8'd25;
	 43: note<= 8'd25;
	 44: note<= 8'd25;
	 45: note<= 8'd25;
	 46: note<= 8'd25;
	 47: note<= 8'd25;
	 48: note<= 8'd25;
	 49: note<= 8'd27;
	 50: note<= 8'd25;
	 51: note<= 8'd27;
	 52: note<= 8'd25;
	 53: note<= 8'd25;
	 54: note<= 8'd27;
	 55: note<= 8'd27;
	 56: note<= 8'd22;
	 57: note<= 8'd22;
	 58: note<= 8'd22;
	 59: note<= 8'd22;
	 60: note<= 8'd22;
	 61: note<= 8'd22;
	 62: note<= 8'd22;
	 63: note<= 8'd22;
	 64: note<= 8'd25;
	 65: note<= 8'd27;
	 66: note<= 8'd27;
	 67: note<= 8'd25;
	 68: note<= 8'd22;
	 69: note<= 8'd22;
	 70: note<= 8'd30;
	 71: note<= 8'd30;
	 72: note<= 8'd27;
	 73: note<= 8'd27;
	 74: note<= 8'd25;
	 75: note<= 8'd25;
	 76: note<= 8'd25;
	 77: note<= 8'd25;
	 78: note<= 8'd25;
	 79: note<= 8'd25;
	 80: note<= 8'd25;
	 81: note<= 8'd27;
	 82: note<= 8'd25;
	 83: note<= 8'd27;
	 84: note<= 8'd25;
	 85: note<= 8'd25;
	 86: note<= 8'd30;
	 87: note<= 8'd30;
	 88: note<= 8'd29;
	 89: note<= 8'd29;
	 90: note<= 8'd29;
	 91: note<= 8'd29;
	 92: note<= 8'd29;
	 93: note<= 8'd29;
	 94: note<= 8'd29;
	 95: note<= 8'd29;
	 96: note<= 8'd23;
	 97: note<= 8'd25;
	 98: note<= 8'd25;
	 99: note<= 8'd23;
	100: note<= 8'd20;
	101: note<= 8'd20;
	102: note<= 8'd29;
	103: note<= 8'd29;
	104: note<= 8'd27;
	105: note<= 8'd27;
	106: note<= 8'd25;
	107: note<= 8'd25;
	108: note<= 8'd25;
	109: note<= 8'd25;
	110: note<= 8'd25;
	111: note<= 8'd25;
	112: note<= 8'd25;
	113: note<= 8'd27;
	114: note<= 8'd25;
	115: note<= 8'd27;
	116: note<= 8'd25;
	117: note<= 8'd25;
	118: note<= 8'd32;
	119: note<= 8'd32;
	120: note<= 8'd30;
	121: note<= 8'd30;
	122: note<= 8'd30;
	123: note<= 8'd30;
	124: note<= 8'd30;
	125: note<= 8'd30;
	126: note<= 8'd30;
	127: note<= 8'd30;
	128: note<= 8'd27;
	129: note<= 8'd27;
	130: note<= 8'd27;
	131: note<= 8'd27;
	132: note<= 8'd30;
	133: note<= 8'd30;
	134: note<= 8'd30;
	135: note<= 8'd27;
	136: note<= 8'd25;
	137: note<= 8'd25;
	138: note<= 8'd22;
	139: note<= 8'd22;
	140: note<= 8'd25;
	141: note<= 8'd25;
	142: note<= 8'd25;
	143: note<= 8'd25;
	144: note<= 8'd23;
	145: note<= 8'd23;
	146: note<= 8'd27;
	147: note<= 8'd27;
	148: note<= 8'd25;
	149: note<= 8'd25;
	150: note<= 8'd23;
	151: note<= 8'd23;
	152: note<= 8'd22;
	153: note<= 8'd22;
	154: note<= 8'd22;
	155: note<= 8'd22;
	156: note<= 8'd22;
	157: note<= 8'd22;
	158: note<= 8'd22;
	159: note<= 8'd22;
	160: note<= 8'd20;
	161: note<= 8'd20;
	162: note<= 8'd22;
	163: note<= 8'd22;
	164: note<= 8'd25;
	165: note<= 8'd25;
	166: note<= 8'd27;
	167: note<= 8'd27;
	168: note<= 8'd29;
	169: note<= 8'd29;
	170: note<= 8'd29;
	171: note<= 8'd29;
	172: note<= 8'd29;
	173: note<= 8'd29;
	174: note<= 8'd29;
	175: note<= 8'd29;
	176: note<= 8'd30;
	177: note<= 8'd30;
	178: note<= 8'd30;
	179: note<= 8'd30;
	180: note<= 8'd29;
	181: note<= 8'd29;
	182: note<= 8'd27;
	183: note<= 8'd27;
	184: note<= 8'd25;
	185: note<= 8'd25;
	186: note<= 8'd23;
	187: note<= 8'd20;
	188: note<= 8'd20;
	189: note<= 8'd20;
	190: note<= 8'd20;
	191: note<= 8'd20;
	192: note<= 8'd25;
	193: note<= 8'd27;
	194: note<= 8'd27;
	195: note<= 8'd25;
	196: note<= 8'd22;
	197: note<= 8'd22;
	198: note<= 8'd30;
	199: note<= 8'd30;
	200: note<= 8'd27;
	201: note<= 8'd27;
	202: note<= 8'd25;
	203: note<= 8'd25;
	204: note<= 8'd25;
	205: note<= 8'd25;
	206: note<= 8'd25;
	207: note<= 8'd25;
	208: note<= 8'd25;
	209: note<= 8'd27;
	210: note<= 8'd25;
	211: note<= 8'd27;
	212: note<= 8'd25;
	213: note<= 8'd25;
	214: note<= 8'd30;
	215: note<= 8'd30;
	216: note<= 8'd29;
	217: note<= 8'd29;
	218: note<= 8'd29;
	219: note<= 8'd29;
	220: note<= 8'd29;
	221: note<= 8'd29;
	222: note<= 8'd29;
	223: note<= 8'd29;
	224: note<= 8'd23;
	225: note<= 8'd25;
	226: note<= 8'd25;
	227: note<= 8'd23;
	228: note<= 8'd20;
	229: note<= 8'd20;
	230: note<= 8'd29;
	231: note<= 8'd29;
	232: note<= 8'd27;
	233: note<= 8'd27;
	234: note<= 8'd25;
	235: note<= 8'd25;
	236: note<= 8'd25;
	237: note<= 8'd25;
	238: note<= 8'd25;
	239: note<= 8'd25;
	240: note<= 8'd25;
	241: note<= 8'd0;
	242: note<= 8'd00;
	default: note <= 8'd0;
endcase
endmodule
```
`./run.sh`:
```
#!/bin/bash
# OpenROAD 26Q1-2900-gdf79404cd8, Yosys 0.63+post, stock flow scripts
make -C /OpenROAD-flow-scripts/flow DESIGN_CONFIG=/design/flow/config.mk WORK_HOME=/design/flow/orfs finish
```
`./config.mk`:
```
export PLATFORM = sky130hd
export DESIGN_NAME = music
export DESIGN_NICKNAME = music
export VERILOG_FILES = /design/flow/design.v
export SDC_FILE = /design/flow/constraint.sdc
export NUM_CORES = 4
export LEC_CHECK = 1
export CORE_UTILIZATION = 50
```
`./constraint.sdc`:
```
current_design music

set clk_period 4.9
set clk_io_pct 0.2

create_clock -name clk0 -period $clk_period [get_ports {clk}]

set non_clock_inputs [all_inputs -no_clocks]
set_input_delay [expr $clk_period * $clk_io_pct] -clock clk0 $non_clock_inputs
set_output_delay [expr $clk_period * $clk_io_pct] -clock clk0 [all_outputs]
```
==> flow_summary.json <==
{
  "fmax_ghz": 0.466,
  "stage_log_warnings": 40,
  "antenna_cells": 0,
  "design_area_mm2": 0.00338,
  "timing.rr.end": "counter_note[5]",
  "top_cell_area_share_pct": 27.6,
  "relSlewSlack_pct": 43.4,
  "topCellsByArea": "dfxtp_1 (28%), ha_1 (8.4%), edfxtp_1 (8.3%)",
  "drv_slew": 0,
  "wl_um": 5910,
  "place_congestion": 0.859,
  "root_buffer": "clkbuf_8",
  "min_path_type": "flop to flop",
  "dieArea_mm2": 0.00685,
  "worstSetupStartpointType": "flop",
  "ys_seq_elements": 54,
  "whs_ns": 0.429,
  "dp_hpwl_um": 4250,
  "fillers": 585,
  "numCtsBuffers": 5,
  "htree_num_levels": 2,
  "cap_viol_max_count": 0,
  "grt_pass1_vias": 2176,
  "leakagePower_nw": 1.25,
  "drtPass1Iterations": 4,
  "dp.cells": 428,
  "fp.dieW_um": 82.8,
  "cp-end-kind": "flop",
  "fp-utilization_pct": 51.7,
  "p_per_area_mw_per_mm2": 219,
  "clkLatencyLatePin_ns": 0.31,
  "clockBufferDepth": 2,
  "ys_cells": 364,
  "yosysUniqueCellTypes": 53,
  "vdd_drop_max_v": 0.000128,
  "die_h_um": 82.8,
  "yosys-top-cells-count": "dfxtp_1 (45), nand2_1 (33), xnor2_1 (25), inv_1 (24), nor2_1 (24)",
  "drt.antenna.violating_nets": 0,
  "synth_chip_area_mm2": 0.00326,
  "grtUsageTotal_pct": 19.4,
  "worst-endpoint-required_ns": 5.13,
  "yosysWarnings": 3,
  "globalRouteOverflowTotal": 0,
  "rsz0062_at_grt": "false",
  "synthFlopType": "dfxtp_1",
  "holdPathStages": 1,
  "edf_count": 9,
  "placed_area_mm2": 0.00326,
  "io_buffers": 1,
  "drc_errors": 0,
  "status": "finished, final reports clean",
  "r2r_start": "get_fullnote.note[3]",
  "wl_per_cell_um": 13.6,
  "rr_worst_depth": 6,
  "fin_worst_skew_ns": 0.0138,
  "finalPower_uw": 741,
  "area_growth_pct": 3.60,
  "synth_area_mm2": 0.00326,
  "cts_hold_buf": 0,
  "rows": 29,
  "cp_max_fo": 5,
  "coreArea_mm2": 0.00631,
  "layout_min_cycle_time_ns": 2.14,
  "grt_pass1_wl_um": 10300,
  "final-setup-viol-count": 0,
  "most_common_cell": "dfxtp_1",
  "cts_resized": 0,
  "grt_max_degree": 22,
  "routed-via-count": 2421,
  "io_pins": 2,
  "viasPerCell": 5.55,
  "cts_tree": "done",
  "postCtsSetupRepairBufs": 0,
  "hold_path_end": "tone[0]",
  "synth_area_per_cell_um2": 8.96,
  "r2r_setup_slack_ns": 2.76,
  "first_iter_violations": 89,
  "ys_seq_share_pct": 35.9,
  "arrival_ns": 2.38,
  "fin_tns_setup_ns": 0,
  "worstHoldStart": "tone[0]",
  "synth_cells": 364,
  "path_clk_slew_ns": 0.10,
  "post_route_cells_drive_above_1_share_pct": 6.13,
  "cts_sinks": 54,
  "instances_no_fill": 436,
  "hold_viol": 0,
  "fin_crit_sh_pct": 43.8,
  "async_flop_share_pct": 0,
  "max_slew.worst_pin.slew_ns": 0.842,
  "antenna_found_initial": 0,
  "crit_type": "flop to flop",
  "synth_top_cell_by_area": "dfxtp_1"
}
layout make-up:
type / count / area [um^2] / area share, %
clock buffer: 7 / 108 / 3.18
clock inverter: 1 / 8.76 / 0.259
inverter: 25 / 93.8 / 2.78
multi-input combinational: 271 / 1890 / 56.0
sequential: 54 / 1170 / 34.6
tap: 77 / 96.3 / 2.85
timing repair buffer: 1 / 10.0 / 0.296
cells in the final DEF (no fill, tap or decap), types with 2 or more instances in the layout:
master / n
a31oi_1: 7
and4_1: 2
or3_1: 6
mux2i_1: 8
inv_1: 24
a22oi_1: 4
and3_2: 3
nand4b_1: 2
o311ai_0: 3
nand2_1: 33
a211o_1: 4
a21o_1: 3
nor2b_1: 5
nor3_1: 8
nor4_1: 7
nand4_1: 7
nand3_1: 15
nor4_4: 2
a21oi_1: 17
clkbuf_8: 6
xnor2_1: 25
dfxtp_1: 45
o211ai_1: 4
nand2b_1: 4
mux2_2: 2
nor2_1: 24
or4_1: 2
a211oi_1: 2
ha_1: 22
edfxtp_1: 9
xor2_1: 13
o21ai_0: 14
o31ai_1: 2
nand3b_1: 3
and3_1: 4
routing by layer:
metal,vias to the layer above,share of wire (%),GRT usage [%]
li1,1280,-,-
met1,1109,52,30.2
met2,25,44,30.3
met3,7,2.5,2.88
met4,0,1.1,1.55
met5,-,0,0
state kept, by name, indices dropped and copies added (netlist names):
register and cells:
counter_note 9, counter_octave 8, get_fullnote.note 6, speaker 1, tone 30
worst max-delay path, cell delays in order, from the launching register on:
cell	delay [ns]
dfxtp_1	0.42
inv_1	0.11
ha_1	0.34
or4b_2	0.64
o311ai_0	0.17
a21oi_1	0.20
a22oi_1	0.20
power breakdown:
part	switching, mW	total (mW)	internal, mW
clock network	0.145	0.292	0.148
logic	0	0.000000725	0
registers	0	0.449	0.449
stage by stage:
step | util [%] | worst slack (ns)
6_report | 53.5 | 2.76
4_1_cts | 53.5 | 2.75
5_1_grt | 53.5 | 2.64
3_3_place_gp | 51.7 | 2.77
2_1_floorplan | - | 3.00
3_5_place_dp | 51.7 | 2.78
worst max-delay path by stage:
stage                  endpoint  slack (ns)            startpoint  cells after the start
global route  counter_octave[3]        2.64     counter_octave[0]                      6
CTS             counter_note[5]        2.75  get_fullnote.note[3]                      6
finish          counter_note[5]        2.76  get_fullnote.note[3]                      6
cell families (layout without fill, tap and decap cells):
family / count (synthesis) / after routing / share of synthesized area, %
DFF: 54 / 54 / 35.9
and+or+nand+nor: 134 / 134 / 22.8
muxes: 10 / 10 / 3.14
xor gates and xnor gates: 38 / 38 / 10.2
buffers and inverters: 39 / 34 / 6.10
AOI/OAI and AO/OA: 67 / 67 / 13.5
adders and majority gates: 22 / 22 / 8.44
Power figures rest on the tool's default switching activity, not on a simulated workload.
