<file path="design/flow/constraint.sdc">
current_design LED_BCD8x7seg

set clk_period 4.6
set clk_io_pct 0.2

create_clock -name clk0 -period $clk_period [get_ports {clk}]

set non_clock_inputs [all_inputs -no_clocks]
set_input_delay [expr $clk_period * $clk_io_pct] -clock clk0 $non_clock_inputs
set_output_delay [expr $clk_period * $clk_io_pct] -clock clk0 [all_outputs]
</file>
<file path="design/flow/run.sh">
#!/bin/bash
# OpenROAD 26Q1-2900-gdf79404cd8, Yosys 0.63+post, stock flow scripts
make -C /OpenROAD-flow-scripts/flow DESIGN_CONFIG=/design/flow/config.mk WORK_HOME=/design/flow/orfs finish
</file>
<file path="design/flow/design.v">
module LED_BCD8x7seg(clk, segA, segB, segC, segD, segE, segF, segG, segDP, seg_cathode);
input clk;
output segA, segB, segC, segD, segE, segF, segG, segDP;
output [7:0] seg_cathode;
reg [23:0] cnt;
always @(posedge clk) cnt<=cnt+24'h1;
wire cntovf = &cnt;
wire [2:0] digitScan = cnt[18:16];
assign seg_cathode[0] = ~(digitScan==3'h0);
assign seg_cathode[1] = ~(digitScan==3'h1);
assign seg_cathode[2] = ~(digitScan==3'h2);
assign seg_cathode[3] = ~(digitScan==3'h3);
assign seg_cathode[4] = ~(digitScan==3'h4);
assign seg_cathode[5] = ~(digitScan==3'h5);
assign seg_cathode[6] = ~(digitScan==3'h6);
assign seg_cathode[7] = ~(digitScan==3'h7);
wire [8*4-1:0] BCD_digits;
BCD8 BCD(.clk(clk), .ena(cntovf), .BCD_digits(BCD_digits));   
reg [3:0] BCDdigit;
always @(*)
case(digitScan)
    3'd0: BCDdigit = BCD_digits[ 3: 0];
    3'd1: BCDdigit = BCD_digits[ 7: 4];
    3'd2: BCDdigit = BCD_digits[11: 8];
    3'd3: BCDdigit = BCD_digits[15:12];
    3'd4: BCDdigit = BCD_digits[19:16];
    3'd5: BCDdigit = BCD_digits[23:20];
    3'd6: BCDdigit = BCD_digits[27:24];
    3'd7: BCDdigit = BCD_digits[31:28];
endcase
reg [7:0] SevenSeg;
always @(*)
case(BCDdigit)
    4'h0: SevenSeg = 8'b11111100;
    4'h1: SevenSeg = 8'b01100000;
    4'h2: SevenSeg = 8'b11011010;
    4'h3: SevenSeg = 8'b11110010;
    4'h4: SevenSeg = 8'b01100110;
    4'h5: SevenSeg = 8'b10110110;
    4'h6: SevenSeg = 8'b10111110;
    4'h7: SevenSeg = 8'b11100000;
    4'h8: SevenSeg = 8'b11111110;
    4'h9: SevenSeg = 8'b11110110;
    default: SevenSeg = 8'b00000000;
endcase
assign {segA, segB, segC, segD, segE, segF, segG, segDP} = SevenSeg;
endmodule
module BCD8(clk, ena, BCD_digits);
input clk, ena;
output [8*4-1:0] BCD_digits;
wire [7:0] carryout;
assign carryout[0] = ena;
BCD1 digit0(.clk(clk), .ena(carryout[0]), .BCD_digit(BCD_digits[ 3: 0]), .BCD_carryout(carryout[1]));
BCD1 digit1(.clk(clk), .ena(carryout[1]), .BCD_digit(BCD_digits[ 7: 4]), .BCD_carryout(carryout[2]));
BCD1 digit2(.clk(clk), .ena(carryout[2]), .BCD_digit(BCD_digits[11: 8]), .BCD_carryout(carryout[3]));
BCD1 digit3(.clk(clk), .ena(carryout[3]), .BCD_digit(BCD_digits[15:12]), .BCD_carryout(carryout[4]));
BCD1 digit4(.clk(clk), .ena(carryout[4]), .BCD_digit(BCD_digits[19:16]), .BCD_carryout(carryout[5]));
BCD1 digit5(.clk(clk), .ena(carryout[5]), .BCD_digit(BCD_digits[23:20]), .BCD_carryout(carryout[6]));
BCD1 digit6(.clk(clk), .ena(carryout[6]), .BCD_digit(BCD_digits[27:24]), .BCD_carryout(carryout[7]));
BCD1 digit7(.clk(clk), .ena(carryout[7]), .BCD_digit(BCD_digits[31:28]));
endmodule
module BCD1(clk, ena, BCD_digit, BCD_carryout);
input clk, ena;
output [3:0] BCD_digit;
output BCD_carryout;
reg [3:0] BCD_digit;
wire BCDrollover = (BCD_digit==4'd9);
always @(posedge clk)
if(ena)
begin
    if(BCDrollover) BCD_digit<=4'd0; else BCD_digit<=BCD_digit+4'd1;
end
assign BCD_carryout = ena & BCDrollover;
endmodule
</file>
<file path="design/flow/config.mk">
export PLATFORM = sky130hd
export DESIGN_NAME = LED_BCD8x7seg
export DESIGN_NICKNAME = LED_BCD8x7seg
export VERILOG_FILES = /design/flow/design.v
export SDC_FILE = /design/flow/constraint.sdc
export NUM_CORES = 4
export LEC_CHECK = 1
export CORE_UTILIZATION = 30
</file>
==> reports/writeup.txt <==
The script reports the combined buffer and inverter count of the critical path as 3. Setup repair after global routing left no endpoint under its margin. The total power draw is 0.8526 mW.

In this run the VDD rail shows a maximum IR drop of 0.1704 mV. In this run the mean area of a mapped cell was 9.932 µm². The maximum clock path buffer count was 2. The logs give 0.1648 mW for the reported net switching power and 466 for the total instance count after detailed placement. The number of top-level design ports was 17. For the aggregate routed wire length, the log shows 5.612 mm. The tools report the gate count after technology mapping as 323. The final timing report lists clock skew as 0.008170 ns.

The logs give 1967 for the via count of the first global-routing pass and 2186 for the detailed-route via count. The synthesized area is 3208 µm², and the die outline area is 11110 µm². The tools report the number of sinks handled by clock tree synthesis as 56.

For the initial antenna violation count, the log shows 0. The report counts max-capacitance violations totalling 0. The floorplan step defined a core boundary enclosing 10320 µm².

For the worst slack at placement, the log shows 0.6321 ns. The flow ran to the end, and the final reports show no timing, DRC or antenna violations. The data required time reported for the critical path is 3.68 ns.

The cell sequence reported for the critical path is mux2i_1 -> o22ai_1 -> o32ai_2 -> inv_1 -> ha_1 -> inv_1 -> nand2_1 -> a21oi_1 -> clkdlybuf4s50_1. The run gives 31.08% as the effective utilization at floorplan. The tools report the worst path arrival time as 3.39 ns. In the routed layout, each cell is associated on average with a via count of 4.612. The final timing report gives a worst setup slack of 0.2917 ns. The script logs the mean routed wire length per placed instance as 11.84 µm.

The source-to-sink clock delay at the later pin of the worst-skew pair was 0.31 ns; the count of hold buffers inserted by post-cts repair was 0. Cells fill 34.90% of the core in the end. The initial DRC count was 97; the total cell area at the placement stage was 3492 µm². With the final design area excluding fillers at 3603 µm², the count of buffers added by post-CTS timing repair for setup is 0. The maximum cell stage delay along the critical path came out at 0.87 ns. The pin count of the biggest net entering global routing is 24. Summed over its instances, the top area cell type makes up 29.95% of the synthesized netlist area.

Looking at the worst setup and hold paths, the clock pins of their registers show a slew of 0.10 ns. Per STA, the worst path accumulates the most delay in the family flip-flops. In this run the clock root is driven by a sky130_fd_sc_hd__clkbuf_8.

For the final count of pins violating max slew, the log shows 0. The static leakage is 1.256 nW, and the synthesis-to-layout area growth is 12.32%. Of all flip-flops after synthesis, the portion carrying an async set or reset was 0%.

The switching portion of total power comes to 19.33%. The number of endpoints with negative hold slack in the final report was 0; the warning count from the yosys run was 2. By startpoint and endpoint, the worst setup path is classified as reg -> out.

Number of rows created at floorplan: 37. The number of clock buffers added by TritonCTS is 5. The slowest cell on the critical path was sky130_fd_sc_hd__dfxtp_1. OpenROAD reports that the post-layout worst path occupies 93.66% of the period. Recorded from the global router log, the overflow total was 0. The tools report the kind of end point of the critical path as an output pin. In the power breakdown, the internal column shows 0.6878 mW. The predominant post-synthesis flop cell was sky130_fd_sc_hd__edfxtp_1. The run gives 38.7% as the clock network fraction of total power. The number of buffers inserted by port buffering is 15. Combinational logic burns 0% of the power.

With the placed wire-length estimate after detailed placement at 4.234 mm, the power density over the cells is 236.6 nW/µm². Summed over all failing endpoints, the final setup total negative slack is 0 ns. Global-route wire length before repair: 9.542 mm.

In the synthesis report, Yosys lists the chip area as 3208 µm². Cell repeated most along the worst path: sky130_fd_sc_hd__inv_1. The post-cts resize count came out at 0. Checking hold timing, the worst path is listed with class reg -> reg. In this run the remaining antenna-violating nets after routing total 0. The finished layout holds 474 standard cells, fillers aside. The die span in y was 105.4 µm; the residual DRC count was 0. The CTS H-tree depth is 2. Synthesized flop and latch total: 56.

Sequential cells account for 61.3% of the total power. In this run the tools logged warnings totalling 38. For the number of inserted diodes, the log shows 0.

For this design, Yosys synthesis ends with a cell count of 323. The final weighted congestion recorded by global placement is 0.7917. In this build the clock could be raised as far as 232.1 MHz. Final hold analysis gives a worst-case slack of 0.4205 ns.

The transition time of the tightest slew-check pin was 0.8146 ns. In the global route stage, overall resource usage came out at 10.84%. Summing the sequential cell areas from Yosys gives 44.93% of the chip area. Per the OpenROAD floorplan log, the width of the die is 105.4 µm. Counting the fill cells in the layout gives 1012. The worst path needs 4.308 ns of the cycle, external delays included. Before antenna repair, the detailed router went through 4 iterations.

Per the timing report, the biggest fanout along the worst path comes to 23. The worst register-to-register path has a setup slack of 1.54 ns. Counting distinct cell types in the post-synthesis netlist gives 49. The setup-violating endpoint count in the final report is 0.

By area the synthesized netlist is led by sky130_fd_sc_hd__edfxtp_1, sky130_fd_sc_hd__dfxtp_1, sky130_fd_sc_hd__ha_1, sky130_fd_sc_hd__xnor2_1, sky130_fd_sc_hd__nor2_1. The number of flops mapped to enable cells by yosys was 32. Nature of the critical path startpoint: a flip-flop. The max-slew check reports its worst relative slack as 45.62%. TritonCTS built the clock tree. Cells with a size suffix above 1 make up 6.509% of the layout. The synthesized design spends more area on one cell type than any other, namely sky130_fd_sc_hd__edfxtp_1. The top cell types in the final layout, fill and taps aside, are sky130_fd_sc_hd__nor2_1, sky130_fd_sc_hd__nand2_1, sky130_fd_sc_hd__edfxtp_1, sky130_fd_sc_hd__xnor2_1, sky130_fd_sc_hd__dfxtp_1.

The most used logic cell in the final layout was sky130_fd_sc_hd__nor2_1.
-- power by group through the flow --
stage         clock network [mW]  logic (mW)  registers, mW
CTS                        0.342   0.0000266          0.523
global route               0.360   0.0000432          0.523
finish                     0.330   0.0000126          0.523
-- area by class of cell --
type,count,area (µm²),area share (%)
multi-input cells,235,1640,45.52
well taps,136,170.2,4.722
flip-flops and latches,56,1441,40.00
repair buffers,15,150.1,4.167
inverters,24,90.09,2.500
clock buffers,6,72.57,2.014
clock inverters,2,38.79,1.076
-- state kept, by name (all words and copies together) (netlist names) --
signal                flops
BCD.digit5.BCD_digit      4
BCD.digit6.BCD_digit      4
BCD.digit2.BCD_digit      4
BCD.digit1.BCD_digit      4
BCD.digit0.BCD_digit      4
BCD.digit7.BCD_digit      4
BCD.digit3.BCD_digit      4
cnt                      24
BCD.digit4.BCD_digit      4
-- per-layer routing --
layer	track usage, %	vias up	wire, µm
met2	16.21	14	2474
li1	-	1140	-
met3	1.640	4	130
met5	0	-	0
met4	0.9054	0	33
met1	17.73	1028	2974
-- worst reg2reg max path, stage by stage (launching register included) --
cell	delay, ns
sky130_fd_sc_hd__dfxtp_1	0.87
sky130_fd_sc_hd__and3_1	0.40
sky130_fd_sc_hd__nand4_1	0.23
sky130_fd_sc_hd__nor4_4	0.51
sky130_fd_sc_hd__nand3_2	0.20
sky130_fd_sc_hd__nor4_2	0.51
-- cells by family after synthesis --
kind of cell	synth area share, %
flops	44.93
simple gates	20.87
buf+inv	3.939
compound gates	7.450
xor+xnor	9.829
mux	3.900
fa+ha+maj	8.970
other cells	0.1169
-- Yosys cell counts (3+ instances only) --
library cell,n
sky130_fd_sc_hd__nor2_1,39
sky130_fd_sc_hd__xnor2_1,28
sky130_fd_sc_hd__xor2_1,8
sky130_fd_sc_hd__ha_1,23
sky130_fd_sc_hd__nand3_1,9
sky130_fd_sc_hd__o22ai_1,9
sky130_fd_sc_hd__edfxtp_1,32
sky130_fd_sc_hd__inv_1,23
sky130_fd_sc_hd__nor2b_1,3
sky130_fd_sc_hd__nand3b_1,3
sky130_fd_sc_hd__nand2_1,34
sky130_fd_sc_hd__or2_2,3
sky130_fd_sc_hd__clkbuf_1,4
sky130_fd_sc_hd__and3_1,6
sky130_fd_sc_hd__nand4_1,8
sky130_fd_sc_hd__o21ai_0,9
sky130_fd_sc_hd__nor3_1,3
sky130_fd_sc_hd__nand2b_1,9
sky130_fd_sc_hd__dfxtp_1,24
sky130_fd_sc_hd__mux2i_1,8
sky130_fd_sc_hd__and2_1,4
-- final timing paths --
| check | to | startpoint | depth (start not counted) |
|---|---|---|---|
| hold reg to reg | cnt[0] | cnt[0] | 1 |
| hold / removal | cnt[0] | cnt[0] | 1 |
| setup reg to reg | BCD.digit7.BCD_digit[1] | cnt[18] | 5 |
| setup / recovery | segB | cnt[18] | 9 |
No activity file was given, so power comes from the tool's default toggle rates.
